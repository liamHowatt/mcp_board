[./constraint.sdc]
current_design crosspoint

set clk_period 152.0
set clk_io_pct 0.2

create_clock -name clk0 -period $clk_period [get_ports {clk_}]

set non_clock_inputs [all_inputs -no_clocks]
set_input_delay [expr $clk_period * $clk_io_pct] -clock clk0 $non_clock_inputs
set_output_delay [expr $clk_period * $clk_io_pct] -clock clk0 [all_outputs]
[./config.mk]
export PLATFORM = sky130hd
export DESIGN_NAME = crosspoint
export DESIGN_NICKNAME = crosspoint
export VERILOG_FILES = /design/flow/design.v
export SDC_FILE = /design/flow/constraint.sdc
export NUM_CORES = 4
export LEC_CHECK = 1
export CORE_UTILIZATION = 30
[./design.v]
module crosspoint
(
  input clk_,
  input dat,
  input clear,
  input [47:0] inp,
  output [47:0] outp
);
  reg [48*49-1:0] matrix = 0;
  wire [48:0] inp_one = {inp, 1'b1};
  reg [3:0] bit_count = 0;
  reg [11:0] addr;
  always @(posedge clk_) begin
    if (clear) begin
      bit_count <= 0;
    end else if (bit_count == 12) begin
      matrix[addr] <= dat;
    end else begin
      addr <= {dat, addr[11:1]};
      bit_count <= bit_count + 1;
    end
  end
  generate
    genvar i;
    for (i = 0; i < 48; i = i + 1) begin
      assign outp[i] = |(matrix[i*49 +: 49] & inp_one);
    end
  endgenerate
endmodule
[./run.sh]
#!/bin/bash
# OpenROAD 26Q1-2900-gdf79404cd8, Yosys 0.63+post, stock flow scripts
make -C /OpenROAD-flow-scripts/flow DESIGN_CONFIG=/design/flow/config.mk WORK_HOME=/design/flow/orfs finish
==> flow_metrics.env <==
# physical design summary
export IMPL_status="complete, no violations"
export IMPL_min_path_type="reg2reg"
export IMPL_clk_path_buf_depth=4
export IMPL_kind_of_launch_point_of_the_worst_setup_path="input pin"
export IMPL_track_usage_pct=34.1
export IMPL_met2_length_um=251000
export IMPL_synth_yosys_num_cells=10300
export IMPL_worstSetupPathType="in2out"
export IMPL_die_height_um=624
export IMPL_n_fill_cell=37600
export IMPL_pin_count=99
export IMPL_cts_hold_repair_buffers=0
export IMPL_layout_worst_path_cycle_share_pct=42.5
export IMPL_placeableCoreArea_sq_um=383000
export IMPL_postSynthCellCount=10300
export IMPL_die_w_um=624
export IMPL_synthesis_area_per_instance_sq_um=11.2
export IMPL_wirelength_um=645000
export IMPL_initial_antenna_violation_count=96
export IMPL_r2r_slack_ns=145.52
export IMPL_timing_hold_worst_endpoint="bit_count[3]"
export IMPL_insertion_delay_ns=0.93
export IMPL_port_buffer_count=98
export IMPL_yosysUniqueCellTypes=71
export IMPL_cell_area_after_technology_mapping_sq_um=116000
export IMPL_cts_made_buffers=271
export IMPL_clk_transition_reported_paths_ns=0.06
export IMPL_fin_skew_ns=0.0732
export IMPL_power_leakage_nw=38.5
export IMPL_place_gp_congestion=1.01
export IMPL_ff_to_ff_start="bit_count[0]"
export IMPL_synth_flop_count=2368
export IMPL_endpoint_kind="output port"
export IMPL_drt_met1_wl_um=190000
export IMPL_row_count=227
export IMPL_ys_top_cells_by_area="edfxtp_1 (61%), o21ai_0 (16%), a221oi_1 (3.3%)"
export IMPL_yosys_area_sq_um=116000
export IMPL_final_hold_viol_count=0
export IMPL_timing_rr_end="matrix[2259]"
export IMPL_detailedRoute_firstPassIterationCount=9
export IMPL_synth_warning_count=1
export IMPL_tool_warnings=72
export IMPL_post_dp_hpwl_um=367000
export IMPL_grt_setup_unrepaired="false"
export IMPL_setup_viol=0
export IMPL_netlist_top_cells_count="o21ai_0 (3644), edfxtp_1 (2364), clkbuf_1 (889)"
export IMPL_yosys_area_top_type_share_pct=61.2
export IMPL_edf_count=2364
export IMPL_timing_fmax_ghz=0.0155
export IMPL_drcViolationCount=0
export IMPL_worst_slew_pin_slew_ns=1.19
export IMPL_post_synth_top_count_cell="o21ai_0"
export IMPL_synth_area_leader_cell="edfxtp_1"
export IMPL_fraction_of_registers_with_async_set_reset_pct=0
export IMPL_irDropWorstVdd_v=0.00000910
export IMPL_total_power_mw=1.44
export IMPL_drt_first_iter_violations=15100
export IMPL_global_route_wire_length_before_repair_um=857000
export IMPL_met3_routed_wl_um=139000
export IMPL_grt_overflow=0
export IMPL_highest_layer="met5"
export IMPL_clock_sink_count=2368
export IMPL_dr_total_vias=107000
export IMPL_first_global_vias=99600
export IMPL_required_ns=121.60
export IMPL_post_cts_buffers=0
export IMPL_area_sequential_sq_um=71100
export IMPL_slew_viol_final=0
export IMPL_fin_tns_setup_ns=0
export IMPL_grt_max_degree=130
export IMPL_htree_levels=5
export IMPL_wl_per_cell_um=41.4
export IMPL_period_minus_slack_ns=64.57
export IMPL_area_growth_synth_to_final_pct=13.9
export IMPL_floorplan_initialDensity_pct=30.2
export IMPL_drive_above_1_share_pct=12.9
export IMPL_most_common_flop_cell_mapped_by_yosys="edfxtp_1"
export IMPL_final_core_utilization_pct=34.4
export IMPL_cts_repair_resize_count=0
export IMPL_cp_arrival_ns=34.17
export IMPL_timing_max_cap_violations=0
export IMPL_logic_area_sq_um=40800
export IMPL_synth_yosys_seq_area_share_pct=61.3
export IMPL_chip_area_sq_um=389000
export IMPL_power_density_nw_per_um2=10.9
export IMPL_clock_tree_from_tritoncts="built"
export IMPL_hold_path_depth=1
export IMPL_vias_per_cell=6.86
export IMPL_r2r_worst_path_cells=10
export IMPL_crit_fanout=18
export IMPL_cts_root_buffer="clkbuf_16"
export IMPL_antenna_violating_nets_post_route=0
export IMPL_slew_limit_headroom_pct=20.5
export IMPL_worstHoldStart="bit_count[3]"
-- through the flow --
stage | cell area [sq um] | hold WS (ns) | setup slack, ns | std cells
4_1_cts | 131000 | 0.543 | 87.85 | 15400
3_5_place_dp | 123000 | 0.535 | 87.86 | 14900
3_3_place_gp | 123000 | 0.531 | 87.87 | 14900
2_1_floorplan | 116000 | 0.421 | 20.27 | 10300
6_report | 132000 | 0.544 | 87.43 | 15600
5_1_grt | 132000 | 0.585 | 87.77 | 15400
-- critical path: stages --
cell and delay (ns):
buf_4 0.57, buf_4 0.56, buf_4 0.56, a22o_1 0.24, a221oi_1 0.05, nand4_1 0.20
or4_1 0.76, clkdlybuf4s50_1 0.63
-- kinds of logic after synthesis --
logic type / after synthesis / synth area share [%]
AND-OR/OR-AND: 5068 / 25.6
XOR/XNOR: 6 / 0.0583
adder cells (fa/ha/maj): 6 / 0.0648
buffers and inverters: 1120 / 3.85
flip-flops: 2368 / 61.3
multiplexers: 327 / 3.17
AND/OR/NAND/NOR: 1422 / 5.93
-- power by group --
| group | internal [mW] | leakage (nW) | switching, mW |
|---|---|---|---|
| combinational | 0.0135 | 13.2 | 0.0662 |
| sequential | 0.707 | 21.3 | 0.000975 |
| clock | 0.361 | 4.03 | 0.289 |
-- layer usage --
layer,track usage (%),vias to the layer above
li1,-,40700
met1,33.2,50600
met2,42.2,12100
met3,32.4,3389
met4,25.8,136
met5,10.8,-
-- sequential cells by signal, indices dropped and copies added, names as in the netlist --
signal and count:
addr 12, bit_count 4, matrix 2352
-- final cells by class --
type	instances	share of cell area, %
multi-input cells	6829	30.9
inverters	9	0.0256
clock inverters	122	0.871
clock buffers	354	5.42
flip-flops and latches	2368	53.8
well taps	5038	4.77
diodes	229	0.434
repair buffers	631	3.75
-- cells in the final DEF (no fill, tap or decap), drive strengths merged, types with 4 or more instances in the layout --
cell,netlist,routed
mux2,325,325
nor2,171,171
and2,15,15
ha,6,6
a222oi,48,48
or4,54,54
edfxtp,2364,2364
clkbuf,890,354
inv,9,20
a211oi,7,7
nor3b,6,6
nand3,445,445
nor4,9,9
and3,11,11
clkinvlp,0,6
a22o,432,432
nand2b,4,4
o211ai,45,45
clkinv,0,89
nand4,163,163
o21ai,3816,3816
a32oi,4,4
or3,4,4
bufinv,0,16
a31oi,4,4
nor3,17,17
o21a,6,6
a221oi,436,436
a21oi,55,55
dfxtp,4,4
a21boi,4,4
buf,221,582
nand2,505,505
diode,0,229
a22oi,192,192
clkdlybuf4s50,0,49
and4,10,10
-- worst max-delay path by stage --
stage	depth (start not counted)	slack, ns	from	to
after CTS	8	87.85	inp[41]	outp[19]
after global routing	8	87.77	inp[41]	outp[19]
final	8	87.43	inp[9]	outp[19]
Power is estimated from default activity; no workload was simulated.
